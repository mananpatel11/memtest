==> design.v <==
`timescale 1ns / 1ps
module debugger(
	 input debug_en,
    input stepinto_en,
    input [2:0] stepvalue,
    input clk_in,
    output reg clk_out
    );
	reg [2:0] count;
	reg clk_sel;
	always@(*)
	begin
	if (debug_en) begin
		case(clk_sel)
			1'b0: clk_out = 1'b0;
			1'b1: clk_out = clk_in;
		endcase
		end  
	else begin
		clk_out = clk_in;
		end  
	end
	always @(posedge clk_in) begin
		if (0 == stepinto_en) begin
			count <= stepvalue;
		end  
		else begin 
			if (0 != count) begin
			count <= count - 1;
			clk_sel <= 1;
			end  
			else begin
			clk_sel <= 0;
			end  
		end  
	end  
endmodule
==> run.sh <==
#!/bin/bash
# OpenROAD 26Q1-2900-gdf79404cd8, Yosys 0.63+post, stock flow scripts
make -C /OpenROAD-flow-scripts/flow DESIGN_CONFIG=/design/flow/config.mk WORK_HOME=/design/flow/orfs finish
==> config.mk <==
export PLATFORM = sky130hd
export DESIGN_NAME = debugger
export DESIGN_NICKNAME = debugger
export VERILOG_FILES = /design/flow/design.v
export SDC_FILE = /design/flow/constraint.sdc
export NUM_CORES = 4
export LEC_CHECK = 1
export CORE_AREA = 10 10 70 70
export DIE_AREA = 0 0 80 80
==> constraint.sdc <==
current_design debugger

set clk_period 1.6
set clk_io_pct 0.2

create_clock -name clk0 -period $clk_period [get_ports {clk_in}]

set non_clock_inputs [all_inputs -no_clocks]
set_input_delay [expr $clk_period * $clk_io_pct] -clock clk0 $non_clock_inputs
set_output_delay [expr $clk_period * $clk_io_pct] -clock clk0 [all_outputs]
==> results.json <==
{
  "flow.area_growth_from_synthesis_pct": 74.12,
  "design_power_total_w": 0.0004629,
  "stdcell_area_um2": 370.4,
  "synth-warning-count": 1,
  "layout_top_cells_excl_fill_tap": "6 x clkbuf_4, 5 x clkdlybuf4s50_1, 4 x edfxtp_1",
  "grt_use_met1_pct": 1.812,
  "port_buffers": 6,
  "global_route.usage.total_pct": 1.905,
  "first_global_vias": 210,
  "antenna_found_initial": 0,
  "final_hold_viol_count": 0,
  "max_slew_margin_pct": 82.16,
  "met2_usage_pct": 2.006,
  "worst_slew_pin_slew_ns": 0.2668,
  "post_synth_inst_count": 19,
  "tool_warnings": 28,
  "tritoncts_clock_tree": "built",
  "intPower_w": 0.0003583,
  "post_synth_num_cell_types": 9,
  "core_area_mm2": 0.003416,
  "worstHoldPathCells": 1,
  "report.final.slew_viol_count": 0,
  "synth_flops": 4,
  "drive_above_1_share_pct": 22.58,
  "die_h_um": 80,
  "cts_resized": 3,
  "detail_route.first_pass.iterations": 4,
  "detailed_place_hpwl_um": 368.6,
  "global_route.peak_usage_layer": "met3",
  "critPathArrivalTime_ns": 1.25,
  "dr_total_vias": 178,
  "detail_route.wirelength_um": 520,
  "startpoint": "clk_in",
  "power_frac_clock_pct": 57.7,
  "fp.dieW_um": 80,
  "wl_per_cell_um": 6.753,
  "vdd_drop_max_mv": 0.2055,
  "ios": 7,
  "pin_count_of_the_biggest_net_entering_global_routing": 9,
  "timing.final.setup_violations": 0,
  "power.static_leakage_nw": 0.1431,
  "sw_frac_of_total_pct": 22.61,
  "cap_viol_max_count": 0,
  "gp_routability_congestion": 0.7657,
  "min-delay-path-class": "reg -> reg",
  "synth-seq-area-share_pct": 56.47,
  "hold_path.startpoint": "count[0]",
  "grt_setup_unrepaired": "false",
  "antenna_violating_nets_post_route": 0,
  "reported_net_switching_power_w": 0.0001047,
  "mappedNetlistArea_um2": 212.7,
  "relative_contribution_of_sequential_cells_to_total_power_pct": 30.8,
  "ys_chip_area_um2": 212.7,
  "status": "finished, final reports clean",
  "cp-start-kind": "clock port",
  "floorplanUtilization_pct": 6.227,
  "post_place_worst_slack_ns": -0.05211,
  "globalRouteMet3Util_pct": 2.500,
  "critPathMostFrequentCell": "clkbuf_4",
  "layout.cells.most_common": "clkbuf_4",
  "worst_setup_path_end_kind": "primary output",
  "timing.final.ws_setup_ns": 0.03140,
  "ff2ff_path_depth": 4,
  "top_cell_area_share_pct": 56.47,
  "worst-setup-path-type": "clk -> out",
  "gr-total-overflow": 0,
  "cp_max_fo": 2,
  "pwr-share-comb_pct": 11.6,
  "postPlaceCellArea_um2": 330.3,
  "topCellsByArea": "edfxtp_1 56%, ha_1 12%, a21oi_1 7.1%",
  "skew_ns": 0.008807,
  "cp.required_ns": 1.28,
  "antenna_cells": 0,
  "post_cts.repair.setup_buffers": 0,
  "grt_pass1_wl_um": 903,
  "r2r_start": "count[0]",
  "largest_area_cell": "edfxtp_1",
  "totalNegativeSetupSlack_ns": 0,
  "timing.critical_path.cells": "clkbuf_4 > clkbuf_4 > a21boi_0 > buf_2",
  "clk_pin_slew_ns": 0.03,
  "drtIter0Drc": 3,
  "core.rowCount": 21,
  "post_synthesis_area_per_instance_um2": 11.19,
  "yosysCellCount": 19,
  "hold_bufs_at_cts": 0,
  "critPathSlowestCell": "clkbuf_4",
  "drc": 0,
  "worst_path_largest_cell_delay_ns": 0.12,
  "clkLatencyLatePin_ns": 0.35,
  "pwr_density_cell_mw_per_mm2": 1250,
  "via_count_normalized_by_instance_count": 2.312,
  "die-area_mm2": 0.006400
}
cell families (layout without fill, tap and decap cells):
family	Yosys count	count (layout)	share of synthesized area, %
AOI/OAI and AO/OA	4	4	10.59
xor gates and xnor gates	1	1	4.118
adders and majority gates	2	2	11.76
buffers and inverters	3	15	5.294
DFF	4	4	56.47
and+or+nand+nor	5	5	11.77
cell type report:
cell class	count	area [um2]
Clock buffer	7	50.05
Fill cell	397	3045
Multi-Input combinational cell	12	81.33
Sequential cell	4	120.1
Tap cell	46	57.56
Timing Repair Buffer	5	50.05
Inverter	3	11.26
power groups by stage:
stage	logic, W	registers, W	clock network [W]
CTS	0.0000544	0.000143	0.000284
global route	0.0000628	0.000145	0.000302
finish	0.0000536	0.000142	0.000267
state kept, by name, summed over array words and instances, names as in the netlist:
name,flops
clk_sel,1
count,3
routing by layer:
| layer | part of all wire (%) | routed length [um] |
|---|---|---|
| met5 | 0 | 0 |
| met4 | 2.1 | 11 |
| met3 | 25 | 132 |
| met2 | 30 | 155 |
| met1 | 43 | 221 |
stage by stage:
stage | hold WS (ns) | util, % | cells
2_1_floorplan | 0.4072 | - | 19
3_3_place_gp | 0.5612 | 9.670 | 71
3_5_place_dp | 0.5715 | 9.670 | 71
4_1_cts | 0.5759 | 10.84 | 77
5_1_grt | 0.6203 | 10.84 | 77
6_report | 0.5713 | 10.84 | 77
final timing paths:
kind | endpoint | slack (ns)
setup / recovery | clk_out | 0.03
hold / removal | count[0] | 0.57
setup reg to reg | count[2] | 0.51
hold reg to reg | count[0] | 0.57
critical path: cells and delay by family:
kind,cells,cell delay [ns]
AOI/OAI and AO/OA,1,0.11
buffers and inverters,3,0.34
Yosys cell counts (all sizes together):
library cell  number
a21boi             1
a21oi              3
edfxtp             4
ha                 2
inv                3
nand2b             1
nand3b             1
nor2               3
xnor2              1
Power figures rest on the tool's default switching activity, not on a simulated workload.
